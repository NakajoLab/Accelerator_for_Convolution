==> design/flow/design.v <==
module hadamard_product_unit#(
    parameter WIDTH = 32,
    parameter SIZE = 9
)(
    input logic [SIZE - 1:0][WIDTH - 1:0]               kernel,
    input logic [SIZE - 1:0][WIDTH - 1:0]               patch,
    input logic                                         buffer_valid,
    output logic                                        mul_valid,
    output logic [SIZE - 1:0][WIDTH - 1:0]              dout
);
    genvar i;
    generate
        for(i = 0; i < SIZE; i++) begin
            multiple_unit #(
                .WIDTH(WIDTH)
            ) i_multiple(
                .a(kernel[i]),
                .b(patch[i]),
                .y(dout[i])
            );
        end
    endgenerate
    assign mul_valid = buffer_valid;
endmodule
module multiple_unit#(
    parameter WIDTH = 32
)(
    input logic [WIDTH - 1:0] a,
    input logic [WIDTH - 1:0] b,
    output logic [WIDTH - 1:0] y
);
    assign y = a * b;
endmodule
==> design/flow/run.sh <==
#!/bin/bash
# OpenROAD 26Q1-2900-gdf79404cd8, Yosys 0.63+post, stock flow scripts
make -C /OpenROAD-flow-scripts/flow DESIGN_CONFIG=/design/flow/config.mk WORK_HOME=/design/flow/orfs finish
==> design/flow/config.mk <==
export PLATFORM = sky130hd
export DESIGN_NAME = hadamard_product_unit
export DESIGN_NICKNAME = hadamard_product_unit
export VERILOG_FILES = /design/flow/design.v
export SDC_FILE = /design/flow/constraint.sdc
export NUM_CORES = 4
export LEC_CHECK = 1
export CORE_UTILIZATION = 50
==> design/flow/constraint.sdc <==
current_design hadamard_product_unit

set clk_period 25.0
set clk_io_pct 0.2

create_clock -name clk0 -period $clk_period

set non_clock_inputs [all_inputs -no_clocks]
set_input_delay [expr $clk_period * $clk_io_pct] -clock clk0 $non_clock_inputs
set_output_delay [expr $clk_period * $clk_io_pct] -clock clk0 [all_outputs]
==> impl_metrics.json <==
{
  "status": "finished clean",
  "grt_antenna_before_repair": 36,
  "top_cells_by_count": "3672 x fa_1, 3536 x inv_1, 2625 x and2_1",
  "cts_hold_buf": 0,
  "cp.arrival_ps": 13370,
  "slew_viol_final": 0,
  "tightest_slew_ps": 1120,
  "grt_max_degree": 33,
  "holdPathStages": 0,
  "top_logic_kind": "adder cells",
  "holdCritPathClass": "in2out",
  "maxSlewHeadroom": 0.252,
  "viasPerCell": 5.13,
  "ys_cells": 15600,
  "top_cell": "fa_1",
  "ys_seq_share": 0,
  "area_growth_syn_to_layout_pct": 9.28,
  "start_kind": "input port",
  "grt_first_pass_wirelength_um": 644000,
  "seq_cells": 0,
  "dp.final_hpwl_um": 319000,
  "nClkBuffers": 0,
  "die_y_um": 532,
  "dieWidth_um": 532,
  "syn_area_sq_um": 140000,
  "xor_area_frac": 0.0483,
  "routed_wl_um": 399000,
  "synth_cell_type_count": 66,
  "critPathRequiredTime_ps": 20000,
  "grt_overflow": 0,
  "drive_gt1_frac": 0.0233,
  "die_area_sq_um": 283000,
  "fin_ws_ps": 6630,
  "cts_setup_buffers": 0,
  "adder_share": 0.622,
  "hold_end": "mul_valid",
  "ant_nets": 0,
  "setup_viol": 0,
  "grt_use_total": 0.321,
  "ys_sh_simple": 0.186,
  "drcViolationCount": 0,
  "maxCapViolCount": 0,
  "io_buffer_count": 864,
  "grt_pass1_vias": 112000,
  "vias": 101000,
  "finalHoldViolCount": 0,
  "syn_inst": 15600,
  "core-area_sq_um": 279000,
  "ys_sh_mux": 0,
  "top_area_frac": 0.524,
  "fmax_mhz": 54.4,
  "synth_area_per_cell_sq_um": 9.01,
  "period_used_share": 0.735,
  "drt_iter0_markers": 3797,
  "yosys_warnings": 0,
  "rsz0062_at_grt": "false",
  "compound_area_frac": 0.0282,
  "warnings": 32,
  "endpoint_kind": "primary output",
  "fp_util": 0.503,
  "ys_chip_area_sq_um": 140000,
  "min_from": "buffer_valid",
  "place.gp.congestion": 0.945,
  "place_ws_ps": 6560,
  "fillCellCount": 25900,
  "drtPass1Iterations": 37,
  "setup_tns_ps": 0,
  "routedWlPerCell_um": 20.2,
  "area_leaders": "fa_1 52%, and2_1 12%, ha_1 9.9%, inv_1 9.5%, nand2_1 5.9%",
  "std_cell_rows": 194,
  "num_io_pins": 866,
  "mi_logic_area_sq_um": 124000,
  "fin_crit_ps": 18370,
  "criticalPathCategory": "in2out",
  "crit_fanout": 30,
  "ctsResizeCount": 0,
  "largest_area_cell": "fa_1",
  "ff_latch_area_sq_um": 0
}
## final cells by class
type | instances | area share
multi-input combinational | 11300 | 0.810
inverter | 3536 | 0.0865
timing repair buffer | 1211 | 0.0733
tap | 3724 | 0.0304
antenna | 13 | 0.000212
## how the worst max path moves through the flow
stage / start / endpoint / slack, ps
finish: patch[2] / dout[31] / 6630
global route: patch[2] / dout[31] / 6230
CTS: patch[2] / dout[31] / 6560
## kinds of logic after synthesis
kind of cell               count (synthesis)
AOI/OAI and AO/OA                        601
adders and majority gates               4779
xor gates and xnor gates                 774
and+or+nand+nor                         5122
buffers and inverters                   4310
## critical path, cell delays in order
cell,delay (ps)
clkdlybuf4s50_1,470
buf_4,360
and2_1,220
fa_1,400
inv_1,80
fa_1,420
fa_1,490
inv_1,60
fa_1,540
ha_1,220
ha_1,270
inv_1,40
fa_1,470
inv_1,50
fa_1,430
ha_1,220
nor4_1,330
o21ai_0,190
a311oi_1,440
o31ai_1,210
nor4_1,640
or3_1,220
o221ai_1,260
o41ai_2,380
o21ai_0,170
xnor2_1,230
clkdlybuf4s50_1,500
## through the flow
step	hold slack (ps)	cells	utilization	instance area [sq um]
6_report	10000	19800	0.549	153000
5_1_grt	10000	19800	0.549	153000
4_1_cts	10000	19700	0.549	153000
3_5_place_dp	10000	19700	0.549	153000
3_3_place_gp	10000	19700	0.549	153000
2_1_floorplan	10070	15600	-	140000
## placed cells by master (no fill, tap or decap), drive strengths merged, types with 25 or more instances in the layout
cell / n
fa: 3672
inv: 3536
and2: 2625
nand2: 2214
ha: 1107
clkdlybuf4s50: 863
xnor2: 615
buf: 348
a21oi: 195
xor2: 159
nor2: 126
a21o: 111
o21ai: 98
o21bai: 40
o21a: 32
nand3: 30
nor3: 25
a211oi: 25
## per-layer routing
metal	wire [um]	part of all wire	vias up	GRT usage
li1	-	-	45500	-
met1	156000	0.39	51700	0.457
met2	190000	0.48	3593	0.494
met3	39900	0.10	591	0.123
met4	12400	0.031	54	0.0761
met5	474	0.0012	-	0.00270
