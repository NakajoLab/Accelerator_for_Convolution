File: ./config.mk
export PLATFORM = sky130hd
export DESIGN_NAME = adder_tree
export DESIGN_NICKNAME = adder_tree
export VERILOG_FILES = /design/flow/design.v
export SDC_FILE = /design/flow/constraint.sdc
export NUM_CORES = 4
export LEC_CHECK = 1
export CORE_UTILIZATION = 50
File: ./constraint.sdc
current_design adder_tree

set clk_period 21.1
set clk_io_pct 0.2

create_clock -name clk0 -period $clk_period [get_ports {clk}]

set non_clock_inputs [all_inputs -no_clocks]
set_input_delay [expr $clk_period * $clk_io_pct] -clock clk0 $non_clock_inputs
set_output_delay [expr $clk_period * $clk_io_pct] -clock clk0 [all_outputs]
File: ./run.sh
#!/bin/bash
# OpenROAD 26Q1-2900-gdf79404cd8, Yosys 0.63+post, stock flow scripts
make -C /OpenROAD-flow-scripts/flow DESIGN_CONFIG=/design/flow/config.mk WORK_HOME=/design/flow/orfs finish
File: ./design.v
module adder_tree#(
    parameter WIDTH = 32,
    parameter KERNEL_SIZE = 9
)(
    input logic clk,
    input logic rst,
    input logic [KERNEL_SIZE - 1:0][WIDTH - 1:0]            din,
    input logic                                             mul_valid,
    output logic                                            adder_valid,
    output logic [WIDTH - 1:0]                              dout
);
    logic [KERNEL_SIZE - 1:0][WIDTH - 1:0]                  input_pipeline_reg;
    logic [6:0][WIDTH - 1:0]                                midway_adder_wire;
    logic                                                   mul_valid_reg;
    logic [WIDTH - 1:0]                                     dout_tmp; 
    adder #(
        .WIDTH(WIDTH)
    ) adder0(
        .a(     input_pipeline_reg[0]),
        .b(     input_pipeline_reg[1]),
        .y(     midway_adder_wire[3]));
    adder #(
        .WIDTH(WIDTH)
    ) adder1(
        .a(     input_pipeline_reg[2]),
        .b(     input_pipeline_reg[3]),
        .y(     midway_adder_wire[4]));
    adder #(
        .WIDTH(WIDTH)
    ) addder2(
        .a(     input_pipeline_reg[4]),
        .b(     input_pipeline_reg[5]),
        .y(     midway_adder_wire[5]));
    adder #(
        .WIDTH(WIDTH)
    ) addder3(
        .a(     input_pipeline_reg[6]),
        .b(     input_pipeline_reg[7]),
        .y(     midway_adder_wire[6]));
    adder #(
        .WIDTH(WIDTH)
    ) addder4(
        .a(     midway_adder_wire[3]),
        .b(     midway_adder_wire[4]),
        .y(     midway_adder_wire[1]));
    adder #(
        .WIDTH(WIDTH)
    ) addder5(
        .a(     midway_adder_wire[5]),
        .b(     midway_adder_wire[6]),
        .y(     midway_adder_wire[2]));
    adder #(
        .WIDTH(WIDTH)
    ) addder6(
        .a(     midway_adder_wire[1]),
        .b(     midway_adder_wire[2]),
        .y(     midway_adder_wire[0]));
    adder #(
        .WIDTH(WIDTH)
    ) addder7(
        .a(     midway_adder_wire[0]),
        .b(     input_pipeline_reg[8]),
        .y(     dout_tmp));
    assign dout = mul_valid_reg ? dout_tmp : 1'b0;
    assign adder_valid = mul_valid_reg;
    always_ff @(posedge clk or posedge rst) begin
        if(rst) begin
            input_pipeline_reg <= 0;
            mul_valid_reg <= 0;
        end else begin
            input_pipeline_reg <= din;
            mul_valid_reg <= mul_valid;
        end
    end
endmodule
module adder#(
    parameter WIDTH = 32
)(
    input logic [WIDTH - 1:0] a,
    input logic [WIDTH - 1:0] b,
    output logic [WIDTH - 1:0] y);
    assign y = a + b;
endmodule
==> flow_summary.json <==
{
  "die_area_um2": 29500,
  "die_x_um": 172,
  "avgSynthCellArea_um2": 13.7,
  "slowest_stage": "fa_1",
  "synth-seq-cells": 289,
  "area_leaders": "dfrtp_1 (50%), fa_1 (30%), inv_1 (7.9%), ha_1 (2.8%), xnor2_1 (1.3%)",
  "grt-ovfl-total": 0,
  "antenna_found_initial": 13,
  "die_y_um": 172,
  "rsz0062_at_grt": "no",
  "wl_mm": 27.8,
  "finalClockPeriodUsage": 0.477,
  "wire_per_inst_um": 15.3,
  "vias": 8158,
  "area_growth_pct": 32.4,
  "root_buffer": "clkbuf_16",
  "vdd_drop_max_v": 0.0000980,
  "fp_util": 0.514,
  "fill_cells": 2067,
  "boundaryPins": 324,
  "postLayoutCoreUtil": 0.680,
  "synth_warnings": 1,
  "cts_sinks": 289,
  "netlist_area_um2": 14400,
  "h-tree-depth": 1,
  "gp_congestion": 0.826,
  "portBuffers": 323,
  "synth-edff-count": 0,
  "max_freq_mhz": 99.4,
  "rows": 61,
  "crit_fanout": 5,
  "arrival_ns": 5.84,
  "yosysChipArea_um2": 14400,
  "drtAntennaViolNets": 0,
  "required_ns": 16.88,
  "async_flop_share": 1.00,
  "path_clk_slew_ns": 0.06,
  "cts_hold_repair.buffers": 0,
  "synth_area_leader_cell": "dfrtp_1",
  "crit_type": "reg2out",
  "synth-main-ff-cell": "dfrtp_1",
  "finalHoldViolCount": 0,
  "drtIter0Drc": 229,
  "hpwl_mm": 22.5,
  "grt_usage": 0.219,
  "crit_path_max_incr_delay_ns": 0.58,
  "most_common_cell": "inv_1",
  "clockBufferDepth": 3,
  "timing.slew.headroom": 0.460,
  "grt_max_degree": 86,
  "largest_register_ffs": 288,
  "place_inst": 1754,
  "ys_cells": 1056,
  "crit_top_cell": "fa_1",
  "power.leakage_nw": 9.04,
  "power_density_nw_per_um2": 152,
  "status": "finished, final reports clean",
  "yosysUniqueCellTypes": 49,
  "slew_viol_final": 0,
  "cts_buffers": 30,
  "synth_seq_share": 0.501,
  "instances_no_fill": 1814,
  "cts_resized": 0,
  "grt_pass1_wl_mm": 45.2,
  "end_kind": "primary output",
  "crit_chain": "fa_1 -> fa_1 -> fa_1 -> inv_1 -> fa_1 -> inv_1 -> ha_1 -> inv_1 -> fa_1 -> nand2b_1 -> a21oi_1 -> a211o_1 -> o2111ai_2 -> a21oi_1 -> o22ai_1 -> mux2i_1 -> clkdlybuf4s50_1",
  "fin_crit_ns": 10.06,
  "top_cells_by_count": "inv_1 (302), dfrtp_1 (289), fa_1 (213), ha_1 (32), nor2_1 (32)",
  "warning_count": 26,
  "layout-drive-gt1-share": 0.0434,
  "dr.pass1.iters": 6,
  "tns_ns": 0,
  "synth_top_area_share": 0.501,
  "drv_cap": 0,
  "coreArea_um2": 28100,
  "setup_viol": 0,
  "tightest_slew_ns": 0.810,
  "syn_inst": 1056,
  "cts_setup_buffers": 0,
  "min_path_type": "in2reg",
  "cts_tree": "done",
  "drc": 0,
  "crit_path_start_kind": "register",
  "drt-vias-per-instance": 4.50,
  "first_global_vias": 9234
}
routing by layer:
| layer | wire length (um) | vias to the layer above | track usage | part of all wire |
|---|---|---|---|---|
| met4 | 609 | 10 | 0.0435 | 0.022 |
| met1 | 10100 | 4044 | 0.311 | 0.36 |
| met2 | 13800 | 261 | 0.340 | 0.50 |
| met5 | 55 | - | 0 | 0.0020 |
| met3 | 3230 | 49 | 0.0913 | 0.12 |
| li1 | - | 3794 | - | - |
cells by family (layout without fill, tap and decap cells):
kind of cell | Yosys count | in the layout | synth area share
AND-OR/OR-AND | 80 | 80 | 0.0391
XOR/XNOR | 31 | 31 | 0.0188
adder cells (fa/ha/maj) | 245 | 245 | 0.323
buffers and inverters | 310 | 682 | 0.0812
flip-flops | 289 | 289 | 0.501
multiplexers | 7 | 7 | 0.00520
other | 0 | 8 | 0
AND/OR/NAND/NOR | 94 | 94 | 0.0314
where the power goes:
| group | switching (W) | total [W] | internal (W) |
|---|---|---|---|
| sequential | 0.0000136 | 0.000596 | 0.000583 |
| clock | 0.000203 | 0.000500 | 0.000296 |
| combinational | 0.000916 | 0.00181 | 0.000889 |
| total | 0.00113 | 0.00290 | 0.00177 |
stage by stage:
step / power (W) / setup slack [ns] / instance area (um^2) / hold WS, ns
3_5_place_dp: 0.00242 / 11.61 / 18100 / 4.67
2_1_floorplan: 0.00178 / 8.90 / 14400 / 4.25
6_report: 0.00290 / 11.04 / 19100 / 4.11
3_3_place_gp: 0.00243 / 11.63 / 18100 / 4.66
4_1_cts: 0.00295 / 10.96 / 19100 / 4.08
5_1_grt: 0.00320 / 10.60 / 19100 / 4.08
layout by cell type (no fill, tap or decap), drive strengths merged, types with 2 or more instances in the layout:
master,count
clkbuf,44
buf,5
or4,2
fa,213
nand2,21
nand4,3
a311o,2
clkdlybuf4s50,323
xor2,9
a211oi,5
a21boi,2
o211ai,3
a21o,10
a21oi,23
and2,4
nand3,9
nand2b,10
a31oi,2
diode,8
o21ai,17
xnor2,22
and3,4
mux2i,6
o21bai,3
nor2,32
dfrtp,289
o21a,2
nor3b,3
inv,303
ha,32
nor3,3
clkinv,5
layout make-up:
cell class                      instances  area [um^2]  share of cell area
Antenna cell                            8         20.0             0.00105
Multi-Input combinational cell        457         6030               0.315
Tap cell                              378          473              0.0247
Sequential cell                       289         7230               0.378
Inverter                              302         1140              0.0597
Timing Repair Buffer                  328         3270               0.171
Clock buffer                           44          875              0.0458
Clock inverter                          8         71.3             0.00373
worst max-delay path: cells and delay by family (launching register included):
| family | cells | cell delay [ns] |
|---|---|---|
| and+or+nand+nor | 1 | 0.18 |
| AOI/OAI and AO/OA | 5 | 1.13 |
| buffers and inverters | 4 | 0.71 |
| adders and majority gates | 6 | 2.62 |
| muxes | 1 | 0.27 |
| DFF | 1 | 0.38 |
worst paths after layout:
| path | start | to | slack [ns] | depth (start not counted) |
|---|---|---|---|---|
| max | input_pipeline_reg[226] | dout[30] | 11.04 | 17 |
| min | din[30] | input_pipeline_reg[30] | 4.11 | 1 |
| max in group asynchronous | rst | input_pipeline_reg[2] | 15.39 | 4 |
| min in group asynchronous | rst | input_pipeline_reg[79] | 4.14 | 2 |
No activity file was given, so power comes from the tool's default toggle rates.
